`design/flow/config.mk`:
```
export PLATFORM = sky130hd
export DESIGN_NAME = coinAccepter
export DESIGN_NICKNAME = coinAccepter
export VERILOG_FILES = /design/flow/design.v
export SDC_FILE = /design/flow/constraint.sdc
export NUM_CORES = 4
export LEC_CHECK = 1
export CORE_UTILIZATION = 40
```
`design/flow/constraint.sdc`:
```
current_design coinAccepter

set clk_period 5.2
set clk_io_pct 0.2

create_clock -name clk0 -period $clk_period [get_ports {CLOCK_50}]

set non_clock_inputs [all_inputs -no_clocks]
set_input_delay [expr $clk_period * $clk_io_pct] -clock clk0 $non_clock_inputs
set_output_delay [expr $clk_period * $clk_io_pct] -clock clk0 [all_outputs]
```
`design/flow/design.v`:
```
`default_nettype none
module Counter
    #(parameter WIDTH = 8)
    (input logic clock, clear, en, load, up,
     input logic [(WIDTH - 1):0] D,
     output logic [(WIDTH - 1):0] Q);
    always_ff @(posedge clock) begin
        if (clear)
            Q <= '0;
        else if (load)
            Q <= D;
        else if (en & up)
            Q <= Q + 1;
        else if (en & ~up)
            Q <= Q - 1;
    end
endmodule: Counter
module MagComp
    #(parameter WIDTH = 8)
    (input logic [(WIDTH - 1):0] A, B,
     output logic AltB, AeqB, AgtB);
    assign AeqB = (A == B);
    assign AltB = (A < B);
    assign AgtB = (A > B);
endmodule: MagComp
module Synchronizer
    (input logic async, clock,
     output logic sync);
    logic ff_buf;
    always_ff @(posedge clock) begin
        ff_buf <= async;
        sync <= ff_buf;
    end
endmodule: Synchronizer
module manualFSM (
    input logic reset, CLOCK_50,
    output logic circleM, triangleM, pentagonM,
    input logic manualMode, syncClock,
    input logic manualCircleL, manualTriangleL, manualPentagonL);
    logic man_en, man_clr;
    logic count7, count6, count4;
    logic [3:0] count_out;
    Counter #(4) c1 (.D(), .clock(syncClock), .en(man_en), .clear(man_clr),
                      .load(1'b0), .up(1'b1), .Q(count_out));
    MagComp #(4) m1 (.A(count_out), .B(4'd7), .AltB(), .AgtB(), .AeqB(count7));
    MagComp #(4) m2 (.A(count_out), .B(4'd6), .AltB(), .AgtB(), .AeqB(count6));
    MagComp #(4) m3 (.A(count_out), .B(4'd4), .AltB(), .AgtB(), .AeqB(count4));
    enum logic [3:0] {start = 4'b0000, out4 = 4'b0001, wait2 = 4'b0010,
                      wait3 = 4'b0011, out1 = 4'b0100, out2 = 4'b0101,
                      out3 = 4'b0110, wait1 = 4'b0111, out5 = 4'b1000,
                      out6 = 4'b1001} currState, nextState;
    always_ff @(posedge CLOCK_50) begin
        if (reset) currState <= start;
        else currState <= nextState;
    end
    always_comb begin
        case (currState)
            start: begin
                if (~manualCircleL) nextState = wait1;
                else if (~manualTriangleL) nextState = wait2;
                else if (~manualPentagonL) nextState = wait3;
else nextState = start;
            end
            wait2: nextState = (count6) ? out2 : wait2;
            wait3: nextState = (count7) ? out3 : wait3;
            wait1: nextState = (count4) ? out1 : wait1;
            out2: nextState = (syncClock) ? out2 : out5;
            out3: nextState = (syncClock) ? out3 : out6;
            out1: nextState = (syncClock) ? out1 : out4;
out4: nextState = (syncClock) ? start : out4;
            out5: nextState = (syncClock) ? start : out5;
            out6: nextState = (syncClock) ? start : out6;
            default: nextState = currState;
        endcase
    end
    always_comb begin
        circleM = 1'b0;
        triangleM = 1'b0;
        pentagonM = 1'b0;
        man_en = 1'b0;
        man_clr = 1'b0;
        case (currState)
            start: begin
                man_clr = 1'b1;
                man_en = 1'b0;
            end
            wait1: begin
                man_en = 1'b1;
                man_clr = 1'b0;
            end
wait2: begin
   man_en = 1'b1;
man_clr = 1'b0;
end
wait3: begin
   man_en = 1'b1;
man_clr = 1'b0;
end
            out2: begin
   triangleM = 1'b1;
man_en = 1'b0;
man_clr = 1'b1;
end
            out3: begin
   pentagonM = 1'b1;
man_en = 1'b0;
man_clr = 1'b1;
end
            out1: begin
                circleM = 1'b1;
                man_en = 1'b0;
                man_clr = 1'b1;
            end
out4: begin
   circleM = 1'b1;
man_en = 1'b0;
man_clr = 1'b1;
end
            out5: begin
   triangleM = 1'b1;
man_en = 1'b0;
man_clr = 1'b1;
end
            out6: begin
   pentagonM = 1'b1;
man_en = 1'b0;
man_clr = 1'b1;
end
            default: begin
                circleM = 1'b0;
                triangleM = 1'b0;
                pentagonM = 1'b0;
            end
        endcase
    end
endmodule: manualFSM
module coinAccepterFSM (
    input logic CLOCK_50,  
    input logic reset,
    input logic UART_RXD,
    output logic circleCA, triangleCA, pentagonCA);
    logic count_clr, count_en, pulse;
    logic [23:0] count_out;
    Counter #(24) c0 (.clock(CLOCK_50), .en(count_en), .clear(count_clr),
                    .load(1'b0), .up(1'b1), .D(), .Q(count_out));
    MagComp #(24) m0 (.A(count_out), .B(24'd6_300_000), .AltB(), .AgtB(),
                        .AeqB(pulse));
    enum logic [3:0] {start = 4'b0000, count1 = 4'b0001, reset1 = 4'b0010,
        count2 = 4'b0011, reset3 = 4'b0100, nickel = 4'b0101, reset2 = 4'b0110,
        reset4 = 4'b0111, dime = 4'b1000, quarter = 4'b1001} currState, nextState;
    always_ff @(posedge CLOCK_50) begin
        if (reset) currState <= start;
        else currState <= nextState;
    end
    always_comb begin
        unique case (currState)
            start: nextState = (UART_RXD) ? count1 : start;
            count1: begin
                if (pulse & UART_RXD) nextState = reset1;
                else if (pulse & ~UART_RXD) nextState = reset3;
                else nextState = count1;
            end
            reset3: nextState = nickel;
            reset1: nextState = count2;
            reset4: nextState = dime;
            reset2: nextState = quarter;
            count2: begin
                if (pulse & UART_RXD) nextState = reset2;
                else if (pulse & ~UART_RXD) nextState = reset4;
                else nextState = count2;
            end
            nickel: nextState = (pulse) ? start : nickel;
            dime: nextState = (pulse) ? start: dime;
            quarter: nextState = (pulse) ? start: quarter;
        endcase
    end
    always_comb begin
        circleCA = 1'b0;
        triangleCA = 1'b0;
        pentagonCA = 1'b0;
        count_clr = 1'b0;
        count_en = 1'b0;
        unique case (currState)
            start: count_clr = 1'b1;
            count1: count_en = 1'b1;
            count2: count_en = 1'b1;
            reset1: count_clr = 1'b1;
            reset2: count_clr = 1'b1;
            reset3: count_clr = 1'b1;
            reset4: count_clr = 1'b1;
            nickel: begin
                circleCA = 1'b1;
                count_en = 1'b1;
                count_clr = 1'b0;
            end
            dime: begin
                triangleCA = 1'b1;
                count_en = 1'b1;
                count_clr = 1'b0;
            end
            quarter: begin
                pentagonCA = 1'b1;
                count_en = 1'b1;
                count_clr = 1'b0;
            end
        endcase
    end
endmodule: coinAccepterFSM
module coinAccepter (
    input logic CLOCK_50,  
    input logic reset,
    input logic UART_RXD,
    output logic circle, triangle, pentagon,
    input logic manualMode, manualClockL,
    input logic manualCircleL, manualTriangleL, manualPentagonL,
    output logic clock);
    logic circleCA, triangleCA, pentagonCA;
    logic circleM, triangleM, pentagonM;
    logic syncClock;
    Synchronizer syn0 (.async(~manualClockL), .clock(CLOCK_50), .sync(syncClock));
    coinAccepterFSM ca (.*);
    manualFSM m0 (.*);
    always_comb begin
        if (~manualMode) begin
            circle = circleCA;
            triangle = triangleCA;
            pentagon = pentagonCA;
            clock = CLOCK_50;
        end
        else begin
            circle = circleM;
            triangle = triangleM;
            pentagon = pentagonM;
            clock = syncClock;
        end
    end
endmodule: coinAccepter
module BCDtoSevenSegment_2bitinput
(input logic [1:0] bcd,
output logic [6:0] segment);
  always_comb
    unique case (bcd)
      2'b00: segment = ~(7'b011_1111);
      2'b01: segment = ~(7'b000_0110);
      2'b10: segment = ~(7'b101_1011);
      2'd3: segment = ~(7'b100_1111);
    endcase
endmodule: BCDtoSevenSegment_2bitinput
module drop_to_LEDG(input logic drop, output logic [7:0] LEDG);
always_comb
    unique case (drop)
      0: LEDG = 8'b0000_0000;
      1: LEDG = 8'b1111_1111;
    endcase
endmodule: drop_to_LEDG
module chipInterface
  (output logic [7:0] LEDG,
   input logic CLOCK_50,
   input  logic [17:0] SW,
output logic [17:0] LEDR,
   input  logic [3:0] KEY,
   input logic UART_RXD,
	output logic [6:0] HEX0);  
   logic reset, circle, triangle, pentagon;
   logic manualMode, manualClockL;
   logic manualCircleL, manualTriangleL, manualPentagonL;
   logic clock;
	logic [1:0] credit;
	logic drop;
	task5 dut(.*);
	BCDtoSevenSegment_2bitinput DUT2(.bcd(credit), .segment(HEX0));
   assign LEDG = drop ? 8'b1111_1111 : 8'b0000_0000;
   assign reset = SW[0];
   assign manualMode = SW[17];
   assign manualClockL = KEY[0];
   assign manualCircleL = KEY[1];
   assign manualTriangleL = KEY[2];
   assign manualPentagonL = KEY[3];
   coinAccepter ca (.*);  
   assign LEDG[0] = circle;
   assign LEDG[1] = triangle;
   assign LEDG[2] = pentagon;
endmodule: chipInterface
```
`design/flow/run.sh`:
```
#!/bin/bash
# OpenROAD 26Q1-2900-gdf79404cd8, Yosys 0.63+post, stock flow scripts
make -C /OpenROAD-flow-scripts/flow DESIGN_CONFIG=/design/flow/config.mk WORK_HOME=/design/flow/orfs finish
```
==> ci_impl_report.md <==
### Yosys + OpenROAD results

| Metric | Value |
|---|---|
| Crit Path Class | clock port to output port |
| Status | complete, no violations |
| Async set or reset register ratio after synthesis | 0 |
| Routed wl met2 | 1.85 mm |
| Most frequent logic cell in the layout | dfxtp_1 |
| DRT Wirelength | 4.32 mm |
| WP buf/inv | 3 |
| Number of routed nets with antenna violations | 0 |
| First-pass GRT wire length | 7.50 mm |
| Final GP Congestion | 0.820 |
| Critical-path top delay cell | clkdlybuf4s50_1 |
| Die area | 6100 µm² |
| VDD IR max | 0.000182 V |
| Register pins left without a clock | 4 |
| Critical path, cell by cell | clkbuf_8 -> clkbuf_8 -> mux2_2 -> clkdlybuf4s50_1 |
| WHS | 0.331 ns |
| Fraction of layout cells with a size suffix above 1 | 0.0863 |
| Final Cell Area | 2630 µm² |
| DR WL/cell | 12.3 µm |
| Hold-fix buffers, CTS | 0 |
| Total Neg Setup Slack | 0 ns |
| Crit end category | output port |
| Number of cells in Yosys stat | 266 |
| Largest net degree at the start of global routing | 25 |
| Synthesized instance count | 266 |
| CP required | 4.16 ns |
| CTS tree | built |
| FF+latch count, synth | 48 |
| Number of flops mapped to enable cells by yosys | 0 |
| Post-CTS setup buffer count | 0 |
| Endpoints failing setup | 0 |
| Setup crit start kind | clock port |
| Pre-antenna DRT Iters | 4 |
| Highest Signal Layer | met4 |
| Grt ovf | 0 |
| Starting density of the core | 0.418 |
| Worst path most repeated cell | clkbuf_8 |
| Total power | 0.988 mW |
| Worst slew pin tran | 0.667 ns |
| Worst Skew | 0.00640 ns |
| M1 WL | 2.21 mm |
| YS warnings | 6 |
| I/O Pins | 12 |
| DP Area | 2470 µm² |
| PwrDens | 376 nW/µm² |
| Yosys stat area | 2320 µm² |
| Pre-CTS setup slack | 0.938 ns |
| Via/cell ratio | 5.32 |
| Crit path max fanout | 2 |
| Initial antenna violation count | 0 |
| Met3 WL | 200 µm |
| Die height | 78.1 µm |
| Via count | 1,861 |
| Slowest cell delay on critical path | 0.39 ns |
| Core Rows | 27 |
| Endpoints left unconstrained | 4 |
| GRT Total Usage | 0.155 |
| Non-filler instance count after layout | 350 |
| Commonest non-fill, non-tap cells in the layout | dfxtp_1, nor2_1, xor2_1, nand2_1, nand3_1 |
| Core ar. | 5540 µm² |
| Final hold viol count | 0 |
| MaxCap Viol Count | 0 |
| Part of the Yosys area used for sequential elements | 0.415 |
| ANT cells | 0 |
| Clk latency late pin | 0.40 ns |
| Critical path arrival | 3.47 ns |
| Commonest flop | dfxtp_1 |
| DRC viols | 0 |
| Cell family with most CP delay | buffers and inverters |
| Area growth, synth to finish | 13.4% |
| Cell area after synthesis | 2320 µm² |
| Slew Limit Fails | 0 |
| Post-layout util | 0.474 |
| Avg Cell Area, Syn | 8.71 µm² |
| Tool Warnings | 30 |
| DP HPWL | 2.92 mm |
| CTS resizes | 0 |
| Clock slew at reported path FFs | 0.08 ns |
| Die X | 78.1 µm |
| P_leak | 0.905 nW |
| Count of cell types in the netlist | 52 |
| PortBufs | 11 |
| Vias in the first global route | 1,683 |
| Drt initial violations | 49 |
| Setup WS post-layout | 0.695 ns |
| Worst rel slew slack | 0.551 |
| Number of placed instances, taps included | 339 |
| Worst Hold Class | register to register |
| RSZ-0062 raised after global routing | false |
power by group:
part | switching [mW] | internal (mW)
sequential | 0.0541 | 0.367
clock | 0.133 | 0.204
combinational | 0.122 | 0.109
state kept, by name (all words and copies together) (netlist names), 4 cells and up:
register,cells
ca.c0.Q,24
m0.currState,4
m0.c1.Q,4
ca.currState,4
final timing paths:
check | start | slack [ns] | depth (start not counted) | to
worst max register to register | m0.currState[2]$_SDFFE_PP0N_ | 3.04 | 6 | triangleM$_DFF_P_
worst min-delay path | syn0.ff_buf$_DFF_P_ | 0.33 | 0 | syn0.sync$_DFF_P_
worst max-delay path | CLOCK_50 | 0.69 | 4 | clock
worst min register to register | syn0.ff_buf$_DFF_P_ | 0.33 | 0 | syn0.sync$_DFF_P_
cells by family after synthesis:
| family | share of synthesized area |
|---|---|
| simple gates | 0.282 |
| buf+inv | 0.0421 |
| flops | 0.415 |
| mux | 0.0281 |
| fa+ha+maj | 0.0270 |
| compound gates | 0.111 |
| xor+xnor | 0.0945 |
cell usage after synthesis, drive strengths merged, types with 3 or more instances:
cell type / instances / area (µm²)
nand4: 7 / 43.8
clkbuf: 8 / 31.3
xnor2: 7 / 61.3
nor4: 4 / 31.3
and3: 3 / 18.8
nor3: 7 / 40.0
nand2b: 3 / 18.8
nor4b: 3 / 26.3
and4: 4 / 35.0
a21oi: 12 / 60.1
nand3: 15 / 75.1
and2: 3 / 18.8
nor2: 39 / 146
inv: 12 / 45.0
or3: 5 / 31.3
nand2: 15 / 56.3
o21ai: 6 / 30.0
buf: 3 / 21.3
nor2b: 4 / 25.0
dfxtp: 48 / 961
xor2: 18 / 158
ha: 5 / 62.6
mux2: 4 / 45.0
per-layer routing:
layer | GRT usage | vias up
met2 | 0.228 | 35
met3 | 0.0425 | 7
met1 | 0.235 | 862
met4 | 0.0278 | 0
met5 | 0 | -
li1 | - | 957
final cells by class:
cell class                      instances  area [µm²]
Inverter                               12        45.0
Sequential cell                        48         961
Fill cell                             524        2910
Multi-Input combinational cell        195        1260
Timing Repair Buffer                   11         108
Clock inverter                          3        46.3
Tap cell                               72        90.1
Clock buffer                            9         120
No activity file was given, so power comes from the tool's default toggle rates.
